## design.v

```verilog
module cla(a, b, cin, cout, s);
    input [3:0] a, b;
    input cin;     
    output [3:0] s;
    output cout; 
    wire p0, p1, p2, p3;
    wire g0, g1, g2, g3;
    wire c1, c2, c3;
    wire c11, c21, c22, c31, c32, c33, c41, c42, c43, c44; 
    xor Xprop0(p0, a[0], b[0]);
    xor Xprop1(p1, a[1], b[1]);
    xor Xprop2(p2, a[2], b[2]);
    xor Xprop3(p3, a[3], b[3]);
    and Xgen0(g0, a[0], b[0]);
    and Xgen1(g1, a[1], b[1]);
    and Xgen2(g2, a[2], b[2]);
    and Xgen3(g3, a[3], b[3]);
    and Xc11(c11, p0, cin);
    or Xco11(c1, g0, c11);
    and Xc21(c21, p1, p0, cin);
    and Xc22(c22, p1, g0);
    or Xco22(c2, c21, c22, g1);
    and Xc31(c31, p2, p1, p0, cin);
    and Xc32(c32, p2, p1, g0);
    and Xc33(c33, p2, g1);
    or Xco33(c3, c31, c32, c33, g2);
    and Xc41(c41, p3, p2, p1, p0, cin);
    and Xc42(c42, p3, p2, p1, g0);
    and Xc43(c43, p3, p2, g1);
    and Xc44(c44, p3, g2);
    or Xco44(cout, c41, c42, c43, c44, g3);
    xor Xsum0(s[0], p0, cin);
    xor Xsum1(s[1], p1, c1);
    xor Xsum2(s[2], p2, c2);
    xor Xsum3(s[3], p3, c3);
endmodule
```

## run.sh

```bash
#!/bin/bash
# OpenROAD 26Q1-2900-gdf79404cd8, Yosys 0.63+post, stock flow scripts
make -C /OpenROAD-flow-scripts/flow DESIGN_CONFIG=/design/flow/config.mk WORK_HOME=/design/flow/orfs finish
```

## config.mk

```make
export PLATFORM = sky130hd
export DESIGN_NAME = cla
export DESIGN_NICKNAME = cla
export VERILOG_FILES = /design/flow/design.v
export SDC_FILE = /design/flow/constraint.sdc
export NUM_CORES = 4
export LEC_CHECK = 1
export CORE_AREA = 10 10 70 70
export DIE_AREA = 0 0 80 80
```

## constraint.sdc

```tcl
current_design cla

set clk_period 3.0
set clk_io_pct 0.2

create_clock -name clk0 -period $clk_period

set non_clock_inputs [all_inputs -no_clocks]
set_input_delay [expr $clk_period * $clk_io_pct] -clock clk0 $non_clock_inputs
set_output_delay [expr $clk_period * $clk_io_pct] -clock clk0 [all_outputs]
```

==> results.toml <==
# implementation run metrics
[setup_path]
cp_num_buf_inv = 2
critical_path.top_delay_family = "buffers and inverters"
setup.worst_path.start_class = "primary input"
cp-end-kind = "output pin"
crit_top_cell = "clkdlybuf4s50_1"
worstPathArrival_ns = 2.28
crit_required_ns = 2.40
path_cells = "clkdlybuf4s50_1 -> ha_1 -> o21ai_0 -> o21bai_2 -> xor2_1 -> clkdlybuf4s50_1"
worst-setup-path-type = "primary input to output pin"
cp_max_fo = 2
slowest_delay_ns = 0.49
slowest_stage = "clkdlybuf4s50_1"

[synthesis]
yosysUniqueCellTypes = 10
syn_area_um2 = 151.4
ys_cells = 18
ys_seq_share_pct = 0
yosys_warnings = 0
yosysChipArea_um2 = 151.4
synth_cells = 18
avgSynthCellArea_um2 = 8.411

[sta]
finalSetupViolCount = 0
finalCritPeriodShare_pct = 96.00
tightestPinTransition_ns = 0.2271
finalHoldViolCount = 0
tns_ns = 0
relSlewSlack_pct = 84.70
drv_slew = 0
min_period_ns = 2.880
holdWs_ns = 1.991
rsz0062_at_grt = "false"
fmax_mhz = 347.2

[final_layout]
layout_top_cell = "clkdlybuf4s50_1"
clkbuf_count = 0
area_delta_synth_final_pct = 141.3
drive_above_1_share_pct = 9.091
final_cell_mix = "12 x clkdlybuf4s50_1, 4 x inv_1, 4 x ha_1"
flops = 0
postLayoutCellArea_um2 = 365.4
regArea_um2 = 0

[power]
ir_drop_mv = 0.04575
power_density_mw_per_mm2 = 169.3
power_leakage_nw = 0.1702

[routing]
routed-via-count = 161
ant_nets = 0
dr.pass1.iters = 3
num_antenna_cells = 0
vias_per_cell = 2.038
drt-total-wl_um = 534
drc = 0
routedWlPerCell_um = 6.759
drtIter0Drc = 3

[floorplanning]
fp-utilization_pct = 4.432
placementRows = 21
die_x_um = 80
ios = 14
die_area_mm2 = 0.006400
die_h_um = 80
coreArea_mm2 = 0.003416

[placed_design]
hpwl_um = 508.4
placed_cell_area_um2 = 356.6
io_buffers = 14
place.gp.congestion = 0.7068

[worst_hold_path]
holdCritStartpoint = "b[0]"
hold_depth = 5
hold_path_class = "primary input to output pin"
hold_end = "s[0]"

[global_routing]
gr-total-overflow = 0
grt_pass1_wl_um = 772
first_global_vias = 148
grt_max_degree = 4
grtUsageTotal_pct = 1.527
antenna_found_initial = 0

[status]
status = "finished clean"

[clock_network]
post_cts_buffers = 0
holdBufCountCts = 0

[flow_run]
warning_count = 32
drv_cap = 0
==> synth_stat cells <==
master | n | area share (%)
o21ai_0 | 1 | 3.3
nor2_1 | 2 | 5.0
o21bai_1 | 1 | 5.0
fa_1 | 1 | 13
xnor2_1 | 1 | 5.8
ha_1 | 4 | 33
a21o_1 | 1 | 5.0
a211oi_2 | 1 | 8.3
inv_1 | 4 | 9.9
xor2_1 | 2 | 12
==> stage by stage <==
stage / util, % / worst slack (ns) / total power, mW / instances
2_1_floorplan: - / 1.006 / 0.01998 / 18
3_3_place_gp: 10.44 / 0.02466 / 0.06094 / 79
3_5_place_dp: 10.44 / 0.008655 / 0.06186 / 79
4_1_cts: 10.44 / 0.01196 / 0.06245 / 79
5_1_grt: 10.70 / 0.04811 / 0.06753 / 79
6_report: 10.70 / 0.1200 / 0.06184 / 79
==> worst max-delay path by stage <==
| stage | start | slack [ns] | end | depth (start not counted) |
|---|---|---|---|---|
| CTS | a[0] | 0.01 | s[3] | 6 |
| global route | a[1] | 0.05 | s[3] | 6 |
| finish | a[1] | 0.12 | s[3] | 6 |
==> cells by family after synthesis <==
family	Yosys count	share of synthesized area, %
xor+xnor	3	17.36
buf+inv	4	9.914
simple gates	2	4.961
compound gates	4	21.49
fa+ha+maj	5	46.28
==> cell type report <==
type	count	area (µm²)
Fill cell	403	3050
Inverter	4	15.01
Multi-Input combinational cell	14	140.1
Tap cell	46	57.56
Timing Repair Buffer	15	152.6
==> timing repair <==
item,4_1_cts,5_1_grt
pin swaps,1,4
endpoints found under the hold margin,0,0
gates resized,0,3
setup endpoints to repair,1,3
==> per-layer routing <==
metal	vias to the layer above	wire length (µm)	GRT usage (%)
met3	0	158	1.932
met4	0	0	0
met1	59	254	2.253
met2	13	121	1.204
li1	89	-	-
met5	-	0	0
==> tightest hold or removal path, delay by kind of cell <==
kind	cells	cell delay, ns
adder cells (fa/ha/maj)	1	0.16
buffers and inverters	4	0.62
==> report_power, final <==
part / internal (mW) / leakage, nW / switching (mW) / total [mW]
registers: 0 / 0 / 0 / 0
clock network: 0 / 0 / 0 / 0
logic: 0.0431 / 0.170 / 0.0187 / 0.0618
total: 0.0431 / 0.170 / 0.0187 / 0.0618
Power and IR drop assume default switching activity.
